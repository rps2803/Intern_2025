[design/flow/config.mk]
export PLATFORM = sky130hd
export DESIGN_NAME = AL4S3B_FPGA_ONION_GPIOCTRL
export DESIGN_NICKNAME = AL4S3B_FPGA_ONION_GPIOCTRL
export VERILOG_FILES = /design/flow/design.v
export SDC_FILE = /design/flow/constraint.sdc
export NUM_CORES = 4
export LEC_CHECK = 1
export CORE_UTILIZATION = 40
[design/flow/constraint.sdc]
current_design AL4S3B_FPGA_ONION_GPIOCTRL

set clk_period 3.8
set clk_io_pct 0.2

create_clock -name clk0 -period $clk_period [get_ports {WBs_CLK_i}]

set non_clock_inputs [all_inputs -no_clocks]
set_input_delay [expr $clk_period * $clk_io_pct] -clock clk0 $non_clock_inputs
set_output_delay [expr $clk_period * $clk_io_pct] -clock clk0 [all_outputs]
[design/flow/design.v]
`timescale 1ns / 10ps
module AL4S3B_FPGA_ONION_GPIOCTRL ( 
    WBs_ADR_i,
    WBs_CYC_i,
    WBs_BYTE_STB_i,
    WBs_WE_i,
    WBs_STB_i,
    WBs_DAT_i,
    WBs_CLK_i,
    WBs_RST_i,
    WBs_DAT_o,
    WBs_ACK_o,
    GPIO_io
);
parameter   DEFAULT_REG_VALUE   = 32'hDEF_FAB_AC;
localparam  ADDRWIDTH   =  10;
localparam  REG_ADDR_GPIO_IN    =  10'h000        ;
localparam  REG_ADDR_GPIO_OUT   =  10'h004        ;
localparam  REG_ADDR_GPIO_OE    =  10'h008        ;
input       wire    [16:0]      WBs_ADR_i           ;   
input       wire                WBs_CYC_i           ;   
input       wire    [3:0]       WBs_BYTE_STB_i      ;   
input       wire                WBs_WE_i            ;   
input       wire                WBs_STB_i           ;   
input       wire    [31:0]      WBs_DAT_i           ;   
input       wire                WBs_CLK_i           ;   
input       wire                WBs_RST_i           ;   
output      wire    [31:0]      WBs_DAT_o           ;   
output      wire                WBs_ACK_o           ;   
inout       wire    [31:0]      GPIO_io             ;
wire    [31:0]  GPIO_in         ;
reg     [31:0]  GPIO_out        ;
reg     [31:0]  GPIO_OE         ;
wire            REG_WE_GPIO_out ;
wire            REG_WE_GPIO_OE  ;
wire            WBs_ACK_o_nxt   ;
assign REG_WE_GPIO_out = ( WBs_ADR_i[ADDRWIDTH-1:2] == REG_ADDR_GPIO_OUT[ADDRWIDTH-1:2] ) && 
                                                       WBs_CYC_i && 
                                                       WBs_STB_i && 
                                                       WBs_WE_i && 
                                                       (~WBs_ACK_o);
assign REG_WE_GPIO_OE  = ( WBs_ADR_i[ADDRWIDTH-1:2] == REG_ADDR_GPIO_OE[ADDRWIDTH-1:2] ) && 
                                                       WBs_CYC_i && 
                                                       WBs_STB_i && 
                                                       WBs_WE_i && 
                                                       (~WBs_ACK_o);
assign WBs_ACK_o_nxt  =  (WBs_CYC_i) && 
                         WBs_STB_i && 
                         (~WBs_ACK_o);
always @( posedge WBs_CLK_i or posedge WBs_RST_i)
begin
    if (WBs_RST_i)
    begin
        GPIO_out          <= 32'b0      ;
        GPIO_OE           <= 32'b0      ;
        WBs_ACK_o    	  <= 1'b0       ;
    end  
    else
    begin
        if (REG_WE_GPIO_out)
        begin
            if (WBs_BYTE_STB_i[0])
                GPIO_out[7:0]       <= WBs_DAT_i[7:0]   ;
            if (WBs_BYTE_STB_i[1])
                GPIO_out[15:8]      <= WBs_DAT_i[15:8]  ;
            if (WBs_BYTE_STB_i[2])
                GPIO_out[23:16]     <= WBs_DAT_i[23:16] ;
            if (WBs_BYTE_STB_i[3])
                GPIO_out[31:24]     <= WBs_DAT_i[31:24] ;
        end
        if (REG_WE_GPIO_OE)
        begin
            if (WBs_BYTE_STB_i[0])
                GPIO_OE[7:0]        <= WBs_DAT_i[7:0]   ;
            if (WBs_BYTE_STB_i[1])
                GPIO_OE[15:8]       <= WBs_DAT_i[15:8]  ;
            if (WBs_BYTE_STB_i[2])
                GPIO_OE[23:16]      <= WBs_DAT_i[23:16] ;
            if (WBs_BYTE_STB_i[3])
                GPIO_OE[31:24]      <= WBs_DAT_i[31:24] ;
        end
        WBs_ACK_o                   <=  WBs_ACK_o_nxt   ;
    end  
end
always @(*)
begin
    case(WBs_ADR_i[ADDRWIDTH-1:2])
        REG_ADDR_GPIO_IN    [ADDRWIDTH-1:2]  : WBs_DAT_o <= GPIO_in             ;
        REG_ADDR_GPIO_OUT   [ADDRWIDTH-1:2]  : WBs_DAT_o <= GPIO_out            ;
        REG_ADDR_GPIO_OE    [ADDRWIDTH-1:2]  : WBs_DAT_o <= GPIO_OE             ;
	    default                              : WBs_DAT_o <= DEFAULT_REG_VALUE   ;
	endcase
end
assign GPIO_in = GPIO_io;
genvar i;
generate
    for (i=0; i<32; i= i+1) begin
        assign GPIO_io[i] = GPIO_OE[i] ? GPIO_out[i] : 1'bz;
    end
endgenerate
endmodule
[design/flow/run.sh]
#!/bin/bash
# OpenROAD 26Q1-2900-gdf79404cd8, Yosys 0.63+post, stock flow scripts
make -C /OpenROAD-flow-scripts/flow DESIGN_CONFIG=/design/flow/config.mk WORK_HOME=/design/flow/orfs finish
==> results.json <==
{
  "status": "aborted with a tool error",
  "haltStage": "4_1_cts",
  "tool.error": "[error] [KeplerFormal.cpp:679] Workflow failed: Iso has multiple drivers: .GPIO_io0, GPIO_io[0]$_DFFE_PP0P_.Q0",
  "initial_core_util_pct": 41.1,
  "synth.distinct_cells": 23,
  "ys_ff": 65,
  "fp.dieW_um": 90.9,
  "ys_sh_mux_pct": 22.8,
  "numCtsBuffers": 9,
  "clock_path_buffers": 2,
  "ys_seq_share_pct": 51.5,
  "postSynthAreaPerCell_um2": 12.1,
  "ys_area_mm2": 0.00316,
  "dp.final_hpwl_um": 5220,
  "ys_sh_xor_pct": 0,
  "root_buffer": "clkbuf_8",
  "rows": 32,
  "ctsHoldBuffers": 0,
  "yosys_warnings": 8,
  "cts_setup_buffers": 0,
  "compound_area_share_pct": 5.23,
  "ios": 123,
  "fp.dieH_um": 90.9,
  "cts_resized": 0,
  "postSynthCellCount": 262,
  "yosys_cells": 262,
  "syn-cell-area_mm2": 0.00316,
  "cts_max_level": 3,
  "port_buffers": 81,
  "simple_gate_share_pct": 18.4,
  "gp_congestion": 0.788,
  "cts_sinks": 65,
  "topCombFamilyByArea": "multiplexers",
  "fa_ha_area_share_pct": 0
}
metrics by stage:
step	cells	cell area [um2]	util [%]	worst slack, ns	power, mW
floorplan	262	3160	-	1.09	0.801
global placement	440	4130	53.7	0.408	0.884
detailed placement	440	4130	53.7	0.415	0.886
synth_stat cells, drive strengths merged:
cell type  number  area, um2
inv             1       3.75
nor2           21       78.8
clkinv          1       3.75
mux2           64        721
buf             2       8.75
o21ai          19       95.1
nor4            5       91.3
or4             1       7.51
nand2           5       18.8
o22ai           4       25.0
a21oi           9       45.0
nand4           4       25.0
and4b           4       40.0
nand3b         10       75.1
dfrtp          65       1630
or2             1       6.26
clkbuf         13       48.8
nand4b          4       35.0
nand2b         10       62.6
nor3b          19        143
cells by family after synthesis:
logic type | after synthesis
AOI/OAI and AO/OA | 32
buffers and inverters | 17
DFF | 65
muxes | 64
and+or+nand+nor | 84
Power and IR drop assume default switching activity.
