==> flow/design.v <==
module ugv_pwm_ctrl (
    input wire clk,
    input wire rst,
    input wire sel0, sel1,          
    input wire dir0, dir1,          
    output wire pwm_out_left,
    output wire pwm_out_right,
    output reg in1, in2, in3, in4   
);
    reg [7:0] duty_cycle;
    always @(*) begin
        case ({sel1, sel0})
            2'b00: duty_cycle = 8'd0;     
            2'b01: duty_cycle = 8'd128;   
            2'b10: duty_cycle = 8'd204;   
            2'b11: duty_cycle = 8'd255;   
            default: duty_cycle = 8'd0;
        endcase
    end
    always @(*) begin
        case ({dir1, dir0})
            2'b00: begin  
                in1 = 0; in2 = 0;
                in3 = 0; in4 = 0;
            end
            2'b01: begin  
                in1 = 1; in2 = 0;
                in3 = 1; in4 = 0;
            end
            2'b10: begin  
                in1 = 0; in2 = 1;
                in3 = 1; in4 = 0;
            end
            2'b11: begin  
                in1 = 1; in2 = 0;
                in3 = 0; in4 = 1;
            end
        endcase
    end
    reg [7:0] pwm_counter;
    always @(posedge clk or posedge rst) begin
        if (rst)
            pwm_counter <= 0;
        else
            pwm_counter <= pwm_counter + 1;
    end
    assign pwm_out_left = (pwm_counter < duty_cycle) ? 1'b1 : 1'b0;
    assign pwm_out_right = (pwm_counter < duty_cycle) ? 1'b1 : 1'b0;
endmodule
==> flow/run.sh <==
#!/bin/bash
# OpenROAD 26Q1-2900-gdf79404cd8, Yosys 0.63+post, stock flow scripts
make -C /OpenROAD-flow-scripts/flow DESIGN_CONFIG=/design/flow/config.mk WORK_HOME=/design/flow/orfs finish
==> flow/config.mk <==
export PLATFORM = sky130hd
export DESIGN_NAME = ugv_pwm_ctrl
export DESIGN_NICKNAME = ugv_pwm_ctrl
export VERILOG_FILES = /design/flow/design.v
export SDC_FILE = /design/flow/constraint.sdc
export NUM_CORES = 4
export LEC_CHECK = 1
export CORE_AREA = 10 10 70 70
export DIE_AREA = 0 0 80 80
==> flow/constraint.sdc <==
current_design ugv_pwm_ctrl

set clk_period 1.7
set clk_io_pct 0.2

create_clock -name clk0 -period $clk_period [get_ports {clk}]

set non_clock_inputs [all_inputs -no_clocks]
set_input_delay [expr $clk_period * $clk_io_pct] -clock clk0 $non_clock_inputs
set_output_delay [expr $clk_period * $clk_io_pct] -clock clk0 [all_outputs]
==> impl_metrics.ini <==
; flow metrics
[status]
status = complete, but fails checks
failed_checks = setup timing

[sta]
fin_ws_ns = -0.265
maxSlewViolCount = 0
rsz0062_at_grt = true
hold_ws_ns = 0.329
setup_violations = 2
max_freq_ghz = 0.509
tns_ns = -0.526
fin_skew_ns = 0.00216
timing.final.crit_period_ns = 1.97
hold_viol = 0
fin_crit_sh_pct = 116
tightest_slew_ns = 0.289
relSlewSlack_pct = 80.7

[yosys]
synth.avg_cell_area_um2 = 10.7
synth.distinct_cells = 19
ys_cells = 49
seq_area_frac_synth_pct = 38.3
netlist_area_um2 = 523
ys_area_um2 = 523
numSynthFlops = 8
async_reset_ff_share_pct = 100
yosys-top-cells-count = ha_1, dfrtp_1, inv_1
edf_count = 0
syn_inst = 49
largest_area_cell = dfrtp_1
yosysWarnings = 1
yosys.cell_count.top_type = ha_1
yosysTopAreaCellShare_pct = 38.3
synth-main-ff-cell = dfrtp_1
area_leaders = dfrtp_1, ha_1, xnor2_1

[job]
maxCapViolCount = 0
tool_warnings = 29

[die]
die_x_um = 80
die.size.y_um = 80
num_io_pins = 12
chipArea_um2 = 6400
core-area_um2 = 3420
row_count = 21
fp-utilization_pct = 15.3

[power]
power_frac_clock_pct = 35.3
p_total_mw = 0.392
power.leakage_nw = 0.392
p_comb_share_pct = 16.1
p_sw_share_pct = 21.5
seqPwrFrac_pct = 48.6
internal_power_mw = 0.308
p_per_area_nw_per_um2 = 478
ir_drop_mv = 0.216
switchingPower_mw = 0.0844

[cells_and_area]
fill_cells = 365
utilization_pct = 24.0
drive_gt1_share_pct = 41.9
reg_top3 = pwm_counter (8)
area_delta_synth_final_pct = 56.9
largest_reg_flops = 8
top_register = pwm_counter

[placement]
port_buffers = 11
pre_cts_ws_ns = -1.06
hpwl_um = 898
place_congestion = 0.744

[grt]
grt_pass1_wl_um = 1870
grt_max_degree = 9
antenna_found_initial = 0
first_global_vias = 445
grt.total_usage_pct = 3.59
overflow = 0

[detailed_routing]
vias = 436
wire_per_inst_um = 9.19
firstDrtPassIters = 3
antenna_cells = 0
drc_errors = 0
viasPerCell = 3.63
routed_wl_um = 1100
drt_iter0_drc = 21
drtAntennaViolNets = 0

[clock_tree]
clock_latency_ns = 0.25
ctsHtreeMaxLevel = 1
clk_pin_slew_worst_paths_ns = 0.05
cts-root-buf = clkbuf_4
cts_hold_buf = 0
cts_made_buffers = 3
cts_buffer_depth = 2
cts_sinks = 8
cts_tree = yes

[critical_path]
crit_fanout = 3
crit_path_end_kind = output pin
cp_data_required_time_ns = 1.36
critical_path_class = register to output pin
cp_data_arrival_time_ns = 1.63
startpoint_type = register

[worst_hold_path]
hp-class = input pin to asynchronous set/reset pin
==> cell type report <==
type / count / area, µm² / area share, %
multi-input cells: 34 / 347 / 42.2
repair buffers: 23 / 169 / 20.6
well taps: 46 / 57.6 / 7.01
inverters: 6 / 25.0 / 3.05
clock buffers: 3 / 22.5 / 2.74
flip-flops and latches: 8 / 200 / 24.4
==> kinds of logic (layout without fill, tap and decap cells) <==
logic type | Yosys count | count (layout) | synth area share (%)
flip-flops | 8 | 8 | 38.3
adder cells (fa/ha/maj) | 10 | 10 | 23.9
AND/OR/NAND/NOR | 12 | 12 | 13.2
XOR/XNOR | 6 | 6 | 10.0
AND-OR/OR-AND | 6 | 6 | 8.85
buffers and inverters | 7 | 32 | 5.74
==> worst max-delay path: stages, from the launching register on <==
cell      delay (ns)
dfrtp_1         0.41
ha_4            0.29
and4_1          0.20
o22ai_2         0.07
a31oi_1         0.23
a211oi_2        0.06
buf_2           0.12
==> path summary, 6_finish.rpt <==
path | endpoint | depth (start not counted) | slack [ns] | from
max | pwm_out_right | 6 | -0.27 | pwm_counter[3]
min in group clk0 | pwm_counter[0] | 2 | 0.52 | pwm_counter[0]
min reg2reg | pwm_counter[0] | 2 | 0.52 | pwm_counter[0]
max reg2reg | pwm_counter[6] | 5 | 0.46 | pwm_counter[1]
min | pwm_counter[4] | 2 | 0.33 | rst
max in group asynchronous | pwm_counter[0] | 2 | 1.15 | rst
==> timing repair <==
action                                  CTS  global route
endpoints found under the setup margin    6             3
buffers inserted                          1             0
gates resized                            21             8
pin swaps                                 4             6
==> cells in the final DEF, fill, tap and decap left out, types with 2 or more instances in the layout <==
master / count
xnor2_1: 4
clkdlybuf4s50_1: 4
buf_2: 4
clkbuf_2: 2
xor2_1: 2
inv_1: 5
buf_4: 12
and4_1: 2
dfrtp_1: 8
ha_4: 3
ha_1: 6
clkbuf_4: 3
nand3_1: 3
==> power groups by stage <==
stage / Sequential [mW] / Clock [mW] / Combinational (mW)
5_1_grt: 0.191 / 0.149 / 0.0727
6_report: 0.191 / 0.139 / 0.0631
4_1_cts: 0.191 / 0.144 / 0.0605
==> through the flow <==
step / instance area, µm² / instances
final: 821 / 120
after detailed placement: 768 / 116
after global placement: 768 / 116
after CTS: 798 / 120
after floorplan: 526 / 49
after global routing: 821 / 120
==> routing by layer <==
metal,global-route usage [%],vias to the layer above,routed length [µm]
met1,3.85,209,441
met2,6.42,5,590
li1,-,220,-
met5,0,-,0
met4,0.176,0,10
met3,1.82,2,60
Power and IR drop assume default switching activity.
